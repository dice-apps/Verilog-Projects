==> /design/flow/design.v <==
module spi(
    input wire clk,
    input wire reset,
    input wire [15:0] data_in,  
    output wire spi_cs_L,  
    output wire spi_sclk,  
    output wire spi_data,  
    output wire [4:0]counter
);
reg [15:0]MOSI;  
reg [4:0]count;  
reg cs_l;  
reg sclk;
reg [2:0]state;
parameter S0 = 3'b000;
parameter S1 = 3'b001;
parameter S2 = 3'b010;
always @(posedge clk or posedge reset) begin
    if(reset) begin
        MOSI <= 16'b0;
        count <= 5'd16;
        cs_l <= 1'b1;
        sclk <= 1'b0;
        state <= S0;
    end
    else begin
        case (state)
            S0: begin
                sclk <= 1'b0;
                cs_l <= 1'b1; 
                state <= S1;
            end
            S1: begin
                sclk <= 1'b0;
                cs_l <= 1'b0;  
                MOSI <= data_in[count - 1];  
                count <= count - 1;
                state <= S2;
            end
            S2: begin
                sclk <= 1'b1;
                if(count > 0) state <= S1;
                else begin
                    count <= 16;
                    state <= 0;
                end
            end
            default: state <= 0;
        endcase
    end
end
assign spi_cs_L = cs_l;
    assign spi_sclk = sclk;
    assign spi_data = MOSI;
    assign counter = count;
endmodule
==> /design/flow/run.sh <==
#!/bin/bash
# OpenROAD 26Q1-2900-gdf79404cd8, Yosys 0.63+post, stock flow scripts
make -C /OpenROAD-flow-scripts/flow DESIGN_CONFIG=/design/flow/config.mk WORK_HOME=/design/flow/orfs finish
==> /design/flow/config.mk <==
export PLATFORM = sky130hd
export DESIGN_NAME = spi
export DESIGN_NICKNAME = spi
export VERILOG_FILES = /design/flow/design.v
export SDC_FILE = /design/flow/constraint.sdc
export NUM_CORES = 4
export LEC_CHECK = 1
export CORE_AREA = 10 10 78 78
export DIE_AREA = 0 0 88 88
==> /design/flow/constraint.sdc <==
current_design spi

set clk_period 2.5
set clk_io_pct 0.2

create_clock -name clk0 -period $clk_period [get_ports {clk}]

set non_clock_inputs [all_inputs -no_clocks]
set_input_delay [expr $clk_period * $clk_io_pct] -clock clk0 $non_clock_inputs
set_output_delay [expr $clk_period * $clk_io_pct] -clock clk0 [all_outputs]
==> tab_implementation.tex <==
% Synthesis and place-and-route results
\begin{tabular}{lr}
\hline
Metric & Value \\
\hline
\multicolumn{2}{l}{\textbf{Final timing}} \\
\quad Slew of the pin with the lowest slew margin & a little under 500 ps \\
\quad Number of failing hold endpoints at the final stage & 0 \\
\quad Setup Viol. Count Final & 0 \\
\quad Post-layout worst setup margin & $\sim$380 ps \\
\quad Number of max-slew violations in the final report & 0 \\
\quad Post-layout period usage of the worst path & 0.849 \\
\quad RSZ-0062 raised after global routing & no \\
\quad Max transition margin & 0.668 \\
\quad Clock period minus final worst setup slack & $\sim$2100 ps \\
\quad Maximum clock rate & between 400 and 500 MHz \\
\quad Maximum clock skew at final layout & 1.91 ps \\
\quad Final TNS setup & 0 ps \\
\multicolumn{2}{l}{\textbf{Synthesis}} \\
\quad Arithmetic-cell share of the synthesized area counting full adders, half adders and majority gates & 0.0359 \\
\quad Post-synth cell types & 26 \\
\quad Count of yosys warnings during synthesis & 1 \\
\quad Mapped Avg Cell Area & between 10 and 15 sq um \\
\quad Xor/xnor share & 0.0736 \\
\quad Top cells by count & dfrtp\_1, inv\_1, nor2\_1 \\
\quad AO/OA Area Share & 0.0862 \\
\quad Proportion of netlist area held by the largest area contributor & 0.287 \\
\quad Library cell occupying the most area in the post-synthesis netlist & dfrtp\_1 \\
\quad Portion of the post-synthesis area used by sequential elements & 0.400 \\
\quad Leading post-synthesis cells by cell area & dfrtp\_1, dfstp\_2, mux4\_1 \\
\quad Number of flops mapped to enable cells by yosys & 0 \\
\quad Multiplexer share & 0.185 \\
\quad Main combinational cell family by area after synthesis & multiplexers \\
\quad Cell count listed in synth\_stat.txt & $\sim$64 \\
\quad Simple-gate portion of the synthesized area & 0.153 \\
\quad Post-Synthesis Cell Area & 697 sq um \\
\quad Leading cell type by number of instances after synthesis & dfrtp\_1 \\
\quad Yosys synthesis chip area & $\sim$700 sq um \\
\quad Registers, synthesis & 11 \\
\quad Commonest flop & dfrtp\_1 \\
\quad Fraction of synthesis flops using an asynchronous set or reset pin & 1.00 \\
\quad Synthesized netlist cell count & around 64 \\
\multicolumn{2}{l}{\textbf{Clocking}} \\
\quad CTS Hold Bufs & 0 \\
\quad Post-cts sizing count & 0 \\
\quad Clock insertion delay at the later pin of the skew report & around 230 ps \\
\quad Clk Tree Root Cell & clkbuf\_8 \\
\quad Num CTS Buffers & 3 \\
\quad Clock buffer depth & 2 \\
\quad Clock transition at the registers of the reported paths & $\sim$50 ps \\
\quad H-tree lvl count & 1 \\
\quad Setup fix buffers added after clock tree synthesis & 0 \\
\quad Clock tree from TritonCTS & yes \\
\quad Clock sink count & 11 \\
\multicolumn{2}{l}{\textbf{Worst setup path}} \\
\quad Crit path launch type & flip-flop \\
\quad Startpoint of the worst-slack reg-to-reg timing path & count[0] \\
\quad Capturing element type of the critical path & flip-flop \\
\quad Launch point of the worst path & count[0] \\
\quad Worst-path cell with the longest stage delay & mux4\_1 \\
\quad Critical Path Max Stage Delay & around 580 ps \\
\quad Cell class contributing the biggest share of worst-path delay & multiplexers \\
\quad Worst Path Max Fanout & 6 \\
\quad Critical-path cell list & inv\_1, ha\_1, xor2\_2, mux4\_1, mux2i\_1, o221ai\_1 \\
\quad Required time at the worst-slack endpoint & between 2000 and 3000 ps \\
\quad Arrival time of the worst setup path & around 2200 ps \\
\quad Buffers and inverters on the worst path & 1 \\
\quad Worst setup path category & flip-flop to flip-flop \\
\multicolumn{2}{l}{\textbf{Power and ir drop}} \\
\quad Worst VDD drop & about 0.21 mV \\
\quad Leakage Power & 0.448 nW \\
\quad Part of the power in combinational logic & 0.092 \\
\quad Switching pwr & between 0.00007 and 0.00008 W \\
\quad Sequential share of power & 0.459 \\
\quad Fraction of power consumed by the clock network & 0.448 \\
\quad Power per unit of standard cell area & 375 nW/um\^{}2 \\
\quad Switching fraction of total power & 0.182 \\
\quad Internal Dissipation & roughly 0.00032 W \\
\multicolumn{2}{l}{\textbf{Floorplanning}} \\
\quad Die Footprint & 7740 sq um \\
\quad Die boundary width & 88 microns \\
\quad Num rows & 24 \\
\quad Core region area & 4410 sq um \\
\quad Ports placed on the boundary & 26 \\
\quad Vertical die dimension & 88 microns \\
\quad Initial core utilization & 0.158 \\
\multicolumn{2}{l}{\textbf{Layout}} \\
\quad Layout cell share with drive strength beyond 1 & 0.0778 \\
\quad Layout filler cell count & $\sim$440 \\
\quad Logic area & between 300 and 400 sq um \\
\quad Area taken by flip-flops and latches & $\sim$280 sq um \\
\quad Area growth from synthesis to layout & 48.8\% \\
\multicolumn{2}{l}{\textbf{Route}} \\
\quad Metal3 WL & approximately 250 microns \\
\quad Total wire length after detailed routing & 1.63 mm \\
\quad Average via count per standard cell & about 4.2 \\
\quad Number of vias after detailed routing & 597 \\
\quad Number of nets with antenna violations after routing & 0 \\
\quad Post-DR wirelength/cell & roughly 11 microns \\
\quad Met1 wire length & 742 microns \\
\quad Wire length on met2 & around 630 microns \\
\quad Diode insertion count for antenna repair & 0 \\
\quad Initial DRC Count & 9 \\
\quad Residual DRC & 0 \\
\quad First drt pass iteration count & 4 \\
\quad Top layer used by detailed routing & met3 \\
\multicolumn{2}{l}{\textbf{GRT}} \\
\quad First-pass GRT wire length & about 2.7 mm \\
\quad Largest net degree at the start of global routing & 12 \\
\quad Overall Global Routing Usage & 0.0432 \\
\quad Number of antenna violations at the first check in global routing & 0 \\
\quad Number of global-route vias before repair & roughly 600 \\
\quad Total global routing overflow & 0 \\
\multicolumn{2}{l}{\textbf{Place}} \\
\quad Half-perimeter wire length of the detailed placement result & about 1.3 mm \\
\quad RD Place Congestion & $\sim$0.8 \\
\quad Pre-CTS WS & 405 ps \\
\quad Count of buffers from port buffering & 25 \\
\multicolumn{2}{l}{\textbf{Status}} \\
\quad Outcome & finished clean \\
\multicolumn{2}{l}{\textbf{Worst hold path}} \\
\quad Beginning of the worst hold path & sclk \\
\quad Type of the most critical hold path & flip-flop to flip-flop \\
\multicolumn{2}{l}{\textbf{Flow run}} \\
\quad Number of max-capacitance violations reported & 0 \\
\quad OpenROAD warning count & 26 \\
\hline
\end{tabular}
-- stage by stage --
stage / instances / instance area (sq um) / utilization / total power (W) / hold slack, ps
final: 142 / 1040 / 0.235 / 0.000389 / 484
after global routing: 142 / 1040 / 0.235 / 0.000411 / 524
after CTS: 142 / 1040 / 0.235 / 0.000395 / 489
after detailed placement: 138 / 992 / 0.225 / 0.000218 / 478
after global placement: 138 / 992 / 0.225 / 0.000218 / 464
after floorplan: 64 / 697 / - / 0.000190 / 349
-- state kept, by name, summed over array words and instances, names as in the netlist --
| name | count |
|---|---|
| cs_l | 1 |
| sclk | 1 |
| state | 3 |
| MOSI | 1 |
| count | 5 |
-- per-layer routing --
metal | global-route usage | up-vias
li1 | - | 280
met1 | 0.0569 | 281
met2 | 0.0569 | 36
met3 | 0.0337 | 0
met4 | 0.00290 | 0
met5 | 0 | -
-- layout by cell type (no fill, tap or decap), drive strengths merged --
cell type,synthesis,routed
dfrtp,8,8
mux4,3,3
xor2,2,2
nand4b,1,1
nand4,2,2
ha,2,2
a21o,3,3
dfstp,3,3
o21ai,2,2
nor3b,1,1
a211o,1,1
o221ai,1,1
clkbuf,1,4
nand3b,1,1
inv,7,7
clkdlybuf4s50,0,25
mux2i,5,5
nor2,6,6
xnor2,3,3
nand3,3,3
a21oi,2,2
nand2b,3,3
nor3,1,1
or3b,1,1
-- logic make-up after synthesis --
| logic type | count (synthesis) |
|---|---|
| and+or+nand+nor | 19 |
| muxes | 8 |
| DFF | 11 |
| adders and majority gates | 2 |
| xor gates and xnor gates | 5 |
| buffers and inverters | 10 |
| AOI/OAI and AO/OA | 9 |
-- power groups by stage --
stage         Clock [W]  Sequential [W]  Combinational [W]
finish         0.000175        0.000179          0.0000360
CTS            0.000180        0.000179          0.0000368
global route   0.000193        0.000178          0.0000393
-- final cells by class --
| type | count | share of cell area |
|---|---|---|
| multi-input combinational | 43 | 0.358 |
| sequential | 11 | 0.269 |
| timing repair buffer | 25 | 0.241 |
| tap | 52 | 0.0627 |
| clock buffer | 4 | 0.0434 |
| inverter | 7 | 0.0253 |
-- final timing paths --
| path | endpoint | slack, ps | cells past startpoint |
|---|---|---|---|
| setup / recovery | MOSI[0] | 380 | 6 |
| hold / removal | sclk | 480 | 1 |
| setup reg to reg | MOSI[0] | 380 | 6 |
| hold reg to reg | sclk | 480 | 1 |
| max in group asynchronous | count[4] | 1620 | 2 |
| min in group asynchronous | count[2] | 560 | 2 |
Power figures rest on the tool's default switching activity, not on a simulated workload.
