===== /design/flow/design.v =====
`timescale 1ns/1ps
module automatic_washing_machine(
    input wire clk,
    input wire reset,
    input wire start,
    input wire door_close,
    input wire filled,
    input wire detergent_added,
    input wire wash_done,
    input wire drained_1,
    input wire rinse_filled,
    input wire drained_2,
    input spin_done,
    output reg fill_valve_on,
    output reg detergent_valve_on,
    output reg motor_on,
    output reg drain_valve_on,
    output reg spin_motor_on,
    output reg door_lock,
    output reg done
);
parameter S0 = 4'd0; 
parameter S1 = 4'd1; 
parameter S2 = 4'd2; 
parameter S3 = 4'd3; 
parameter S4 = 4'd4; 
parameter S5 = 4'd5; 
parameter S6 = 4'd6; 
parameter S7 = 4'd7; 
parameter S8 = 4'd8; 
reg [3:0]current_state;
reg [3:0]next_state;
always @(posedge clk or posedge reset) begin
    if(reset) begin
        current_state <= S0;
    end
    else current_state <= next_state;  
end
always @(*) begin
    case (current_state)
        S0: begin
            if(start && door_close) next_state <= S1;
            else next_state <= S0;
        end
        S1: begin
            if(filled) next_state <= S2;
            else next_state <= S1;
        end
        S2: begin
          next_state <= detergent_added ? S3 : S2;
        end
        S3: begin
          next_state <= wash_done ? S4 : S3;
        end
        S4: begin
          next_state <= drained_1 ? S5 : S4;
        end
        S5: begin
          next_state <= rinse_filled ? S6 : S5;
        end
        S6: begin
          next_state <= drained_2 ? S7 : S6;
        end
        S7: begin
          next_state <= spin_done ? S8 : S7;
        end
        S8: begin
          next_state <= S0;
        end
        default: next_state <= S0;
    endcase
end
always @(*) begin
    fill_valve_on = 0;
    detergent_valve_on = 0;
    motor_on = 0;
    drain_valve_on = 0;
    fill_valve_on = 0;
    spin_motor_on = 0;
    door_lock = 0;
    done = 0;
    case (current_state)
        S0: begin
          door_lock <= 0;
        end
        S1: begin
          fill_valve_on <= 1;
          door_lock <= 1;
        end
        S2: begin
          detergent_valve_on <= 1;
          door_lock <= 1;
        end
        S3: begin
          motor_on <= 1;
          door_lock <= 1;
        end
        S4: begin
          drain_valve_on <= 1;
          door_lock <= 1;
        end
        S5: begin
          fill_valve_on <= 1;
          door_lock <= 1;
        end
        S6: begin
          drain_valve_on <= 1;
          door_lock <= 1;
        end
        S7: begin
          spin_motor_on <= 1;
          door_lock <= 1;
        end
        S8: begin
          done <= 1;
          door_lock <= 1;
        end
    endcase
end
endmodule

===== /design/flow/run.sh =====
#!/bin/bash
# OpenROAD 26Q1-2900-gdf79404cd8, Yosys 0.63+post, stock flow scripts
make -C /OpenROAD-flow-scripts/flow DESIGN_CONFIG=/design/flow/config.mk WORK_HOME=/design/flow/orfs finish

===== /design/flow/config.mk =====
export PLATFORM = sky130hd
export DESIGN_NAME = automatic_washing_machine
export DESIGN_NICKNAME = automatic_washing_machine
export VERILOG_FILES = /design/flow/design.v
export SDC_FILE = /design/flow/constraint.sdc
export NUM_CORES = 4
export LEC_CHECK = 1
export CORE_AREA = 10 10 70 70
export DIE_AREA = 0 0 80 80

===== /design/flow/constraint.sdc =====
current_design automatic_washing_machine

set clk_period 2.2
set clk_io_pct 0.2

create_clock -name clk0 -period $clk_period [get_ports {clk}]

set non_clock_inputs [all_inputs -no_clocks]
set_input_delay [expr $clk_period * $clk_io_pct] -clock clk0 $non_clock_inputs
set_output_delay [expr $clk_period * $clk_io_pct] -clock clk0 [all_outputs]

==> results.toml <==
# yosys + openroad results
[status]
status = "finished clean"

[drt]
dr.pass1.iters = 4
drc = 0
wirelength_um = 1037
vias = 327
dr.first_iter.drc_count = 22
detail-route-antenna-nets = 0
via_per_inst = 3.056
diodes = 0
wl_per_cell_um = 9.692

[yosys]
yosys_area_um2 = 364.1
top_area_frac = 0.5498
synth_flops = 9
syn_inst = 38
synth_cell_types = 11
syn-cell-area_um2 = 364.1
top_area_cell = "dfrtp_1"
synth.top_cells.by_area = "dfrtp_1 (55%), o21ai_0 (9.6%), inv_1 (8.2%), dfstp_2 (7.2%), nand2_1 (7.2%)"
syn_avg_cell_area_um2 = 9.582
ys_seq_frac = 0.6220
ys.warnings.count = 1
ys_cells = 38

[floorplan]
coreArea_um2 = 3416
chipArea_um2 = 6400
fp_util = 0.1066
rows = 21
die_x_um = 80
ioPinCount = 18
die_height_um = 80

[final_timing]
setup_viol = 0
tightestPinTransition_ns = 0.3456
fin_tns_setup_ns = 0
min_period_ns = 2.056
hold_viol = 0
clock.fmax_mhz = 486.4
rsz0062_at_grt = "no"
fin_crit_sh = 0.9346
relSlewSlack = 0.7694
fin_skew_ns = 0.001042
drv_slew = 0

[setup_path]
critPathMaxFanout = 2
cp-start-kind = "flop"
cp-end-kind = "output pin"
worstPathArrival_ns = 1.62
critPathKind = "reg -> out"
required_ns = 1.76

[flow_run]
cap_violations = 0
warnings = 25

[grt]
grt_pass1_vias = 332
grt_util_all_layers = 0.03385
grt_max_degree = 10
grt_overflow = 0
antenna_found_initial = 0
grt_pass1_wl_um = 1662

[layout]
utilization = 0.1839
lay_top_cells = "clkdlybuf4s50_1 (16), inv_1 (8), dfrtp_1 (8)"
largest_registers = "current_state (9)"
largest_reg_flops = 9
lay_top_count = "clkdlybuf4s50_1"
syn_to_final_growth_pct = 72.51
max_flop_register = "current_state"
nFillCells = 390
drive_above_1_share = 0.1639

[power]
leakagePower_uw = 0.0002723
peakVddDrop_mv = 0.1913
power_density_nw_per_um2 = 729.7

[clock_network]
clockBufferDepth = 2
clockRootBuffer = "clkbuf_4"
clkTransAtPathRegs_ns = 0.06
htreeDepth = 1
clock_sinks = 9
tritoncts = "done"
clock_insertion_delay_worst_skew_ns = 0.26
holdBufCountCts = 0
numCtsBuffers = 3

[min_path]
holdCritPathClass = "in -> async"

[place]
gp_congestion = 0.7372
port_buffers = 17
area by class of cell:
cell class / count / area (um2) / share of cell area
clock buffers: 4 / 26.28 / 0.04183
multi-input cells: 21 / 107.6 / 0.1713
well taps: 46 / 57.56 / 0.09163
flip-flops and latches: 9 / 226.5 / 0.3606
repair buffers: 19 / 180.2 / 0.2869
inverters: 8 / 30.03 / 0.04781
power by group:
group	internal [uW]	total, uW	switching [uW]
clock	70.0	129	59.0
combinational	81.9	117	34.6
sequential	195	213	18.0
total	347	458	112
worst paths after layout:
check	from	end	slack (ns)	cells after the start
max	current_state[7]	door_lock	0.14	3
min	reset	current_state[5]	0.44	2
max reg2reg	current_state[7]	current_state[2]	1.44	3
min reg2reg	current_state[2]	current_state[6]	0.50	2
max in group asynchronous	reset	current_state[0]	1.46	2
min in group clk0	current_state[2]	current_state[6]	0.50	2
worst max-delay path: stages (launching register included):
cell and delay (ns):
dfrtp_1 0.37, or4_1 0.51, or3_1 0.37, clkbuf_2 0.10
synth_stat cells:
| cell | n |
|---|---|
| dfstp_2 | 1 |
| a21o_2 | 1 |
| o21ai_0 | 7 |
| inv_1 | 8 |
| dfrtp_1 | 8 |
| or3_1 | 1 |
| and2_1 | 1 |
| or4_1 | 1 |
| or2_2 | 2 |
| nand3_1 | 1 |
| nand2_1 | 7 |
routing by layer:
metal  global-route usage  share of wire
met1              0.04354           0.42
met2              0.03772           0.38
met3              0.03636           0.20
met4             0.003521         0.0039
met5                    0              0
logic make-up after synthesis:
family,count (synthesis),share of synthesized area
AND/OR/NAND/NOR,13,0.1753
flip-flops,9,0.6220
AND-OR/OR-AND,8,0.1203
buffers and inverters,8,0.08248
through the flow:
step                instance area [um2]  std cells  worst slack, ns  total power, uW  hold WS [ns]
finish                            628.1        107           0.1439            458.3        0.4426
CTS                               631.9        107          0.06441            464.3        0.4506
floorplan                         364.1         38           0.6533            248.1        0.2672
detailed placement                591.8        101           0.1465            336.4        0.4827
global route                      628.1        107          0.03604            498.1        0.4637
global placement                  591.8        101           0.1654            334.1        0.4674
repair_timing:
action | CTS | global route
gates cloned | 0 | 0
setup endpoints to repair | 1 | 1
pin swaps | 0 | 2
setup buffers | 2 | 0
gates resized | 1 | 2
Power figures rest on the tool's default switching activity, not on a simulated workload.
